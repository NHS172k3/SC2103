==> flow/design.v <==
`timescale 1ns / 1ps
module AM_top_pipelined (input clk, rst, input [5:0] a, b, output reg [11:0] result);
    reg [5:0] a_r1, b_r1;
    reg [5:0] a_r2, b_r2;
    reg [9:0] Pin;
    wire [9:0] Pa;
    wire [11:0] Pb;
    multA uut_A (.a(a_r1), .b(b_r1), .P(Pa));
    multB uut_B (.a(a_r2), .b(b_r2), .Pin(Pin), .P(Pb));
    always @ (posedge clk)
        if (rst) begin
            a_r1 <= 0;
            b_r1 <= 0;
            a_r2 <= 0;
            b_r2 <= 0;
            Pin  <= 0;
            result <= 0;
        end else begin
            a_r1 <= a;
            b_r1 <= b;
            a_r2 <= a_r1;
            b_r2 <= b_r1;
            Pin  <= Pa;
            result <= Pb;
        end
endmodule
module multA (input [5:0] a, b, output [9:0] P);
	wire [5:0] pp0, pp1, pp2, pp3;
	wire [5:0] PP0, PP1, PP2, PP3;	 
	wire [6:0] Isum1, Isum2;	 
	assign pp0 = b & {6{a[0]}};
	assign PP0 = {1'b1,~pp0[5], pp0[4:1]};   
	assign pp1 = b & {6{a[1]}};
	assign PP1 = {~pp1[5], pp1[4:0]};
	assign pp2 = b & {6{a[2]}};
	assign PP2 = {~pp2[5], pp2[4:0]};
	assign pp3 = b & {6{a[3]}};
	assign PP3 = {~pp3[5], pp3[4:0]};
	assign Isum1 = PP1 + PP0;		 
	assign Isum2 = PP2 + Isum1[6:1];	 
	assign P[9:3] = PP3 + Isum2[6:1];	 
	assign P[2:0] = {Isum2[0], Isum1[0], pp0[0]};
endmodule
module multB(input [5:0] a, b, input [9:0] Pin, output [11:0] P);
	wire [5:0] pp4, pp5;
	wire [5:0] PP4;		 
	wire [6:0] PP5;		 
	wire [6:0] Isum4;	 
	assign pp4 = b & {6{a[4]}};
	assign PP4 = {~pp4[5], pp4[4:0]};
	assign pp5 = b & {6{a[5]}};
	assign PP5 = {1'b1, pp5[5], ~pp5[4:0]};
	assign Isum4 = PP4 + Pin[9:4];		 
	assign P[11:5] = PP5 + Isum4[6:1];	 
	assign P[4:0] = {Isum4[0], Pin[3:0]};
endmodule
==> flow/run.sh <==
#!/bin/bash
# OpenROAD 26Q1-2900-gdf79404cd8, Yosys 0.63+post, stock flow scripts
make -C /OpenROAD-flow-scripts/flow DESIGN_CONFIG=/design/flow/config.mk WORK_HOME=/design/flow/orfs finish
==> flow/config.mk <==
export PLATFORM = sky130hd
export DESIGN_NAME = AM_top_pipelined
export DESIGN_NICKNAME = AM_top_pipelined
export VERILOG_FILES = /design/flow/design.v
export SDC_FILE = /design/flow/constraint.sdc
export NUM_CORES = 4
export LEC_CHECK = 1
export CORE_UTILIZATION = 40
==> flow/constraint.sdc <==
current_design AM_top_pipelined

set clk_period 6.8
set clk_io_pct 0.2

create_clock -name clk0 -period $clk_period [get_ports {clk}]

set non_clock_inputs [all_inputs -no_clocks]
set_input_delay [expr $clk_period * $clk_io_pct] -clock clk0 $non_clock_inputs
set_output_delay [expr $clk_period * $clk_io_pct] -clock clk0 [all_outputs]
==> flow_metrics.env <==
# flow metrics
export IMPL_post_dp_cell_area_um2=2710
export IMPL_cts_root_buffer="clkbuf_8"
export IMPL_max_cap_violations=0
export IMPL_ys_ff=42
export IMPL_tightest_slew_ns=0.453
export IMPL_ys_types=31
export IMPL_drive_gt1_share_pct=3.51
export IMPL_diodes=0
export IMPL_ys_seq_share_pct=35.3
export IMPL_rr_startpoint="a_r1[0]"
export IMPL_first_pass_iters=4
export IMPL_tns_ns=0
export IMPL_max_clock_path_buffers=2
export IMPL_path_buffers=3
export IMPL_grt_max_degree=48
export IMPL_critPathRequiredTime_ns=6.96
export IMPL_worst_setup_path_start_kind="register"
export IMPL_cts_setup_buffers=0
export IMPL_htree_levels=2
export IMPL_ys_async_sr_fraction_pct=0
export IMPL_via_count=1728
export IMPL_warnings=25
export IMPL_area_growth_pct=18.4
export IMPL_largest_area_cell="dfxtp_1"
export IMPL_critPathTopFamily="adder cells"
export IMPL_yosys_area_um2=2380
export IMPL_worstPathMaxFanout=6
export IMPL_grt_pass1_wl_um=6730
export IMPL_period_needed_ns=3.56
export IMPL_worst_hold_slack_ns=0.435
export IMPL_cts_tree="built"
export IMPL_dp_hpwl_um=3030
export IMPL_synthCells=256
export IMPL_cts_hold_buf=0
export IMPL_clock_latency_ns=0.29
export IMPL_core_util_floorplan_pct=42.5
export IMPL_power_leakage_nw=1.26
export IMPL_yosys_warnings=1
export IMPL_nFillCells=567
export IMPL_crit_path_end_kind="register"
export IMPL_critPathLaunch="a_r1[0]"
export IMPL_regArea_um2=841
export IMPL_path_clk_slew_ns=0.09
export IMPL_slew_headroom_pct=69.8
export IMPL_setup_viol=0
export IMPL_viasPerCell=4.84
export IMPL_arrival_ns=3.73
export IMPL_avgSynthCellArea_um2=9.31
export IMPL_synth_edff_count=0
export IMPL_pin_count=26
export IMPL_ys_flop_type="dfxtp_1"
export IMPL_die_x_um=79.2
export IMPL_fp_dieH_um=79.2
export IMPL_status="complete, no violations"
export IMPL_die_area_um2=6270
export IMPL_slowest_stage="fa_1"
export IMPL_gp_congestion=0.853
export IMPL_finalInstanceArea_um2=2820
export IMPL_path_depth=14
export IMPL_skew_ns=0.00826
export IMPL_r2r_cells=14
export IMPL_slowest_delay_ns=0.53
export IMPL_finalCritPeriodShare_pct=52.4
export IMPL_ys_cells=256
export IMPL_rr_endpoint="Pin[9]"
export IMPL_portBuffers=25
export IMPL_ctsResizeCount=0
export IMPL_report_final_slew_viol_count=0
export IMPL_grt_use_total_pct=13.8
export IMPL_first_iter_violations=42
export IMPL_lay_top_count="dfxtp_1"
export IMPL_hold_class="register to register"
export IMPL_cp_endpoint="Pin[9]"
export IMPL_synthDominantCellAreaShare_pct=35.3
export IMPL_cts_buffers=5
export IMPL_powerDensity_nw_per_um2=199
export IMPL_synthTopCellsByArea="dfxtp_1, ha_1, nor2b_1"
export IMPL_max_freq_mhz=281
export IMPL_rows=27
export IMPL_avgRoutedWirePerCell_um=10.9
export IMPL_path_class="register to register"
export IMPL_antenna_left=0
export IMPL_hold_viol=0
export IMPL_reg2reg_slack_ns=3.24
export IMPL_coreArea_um2=5610
export IMPL_total_power_w=0.000562
export IMPL_path_cells="and2_1 -> ha_1 -> inv_1 -> fa_1 -> xnor2_1 -> inv_1 -> fa_1 -> inv_1 -> ha_1 -> fa_1 -> a21o_1 -> a21oi_1 -> o21a_1 -> nor3_1"
export IMPL_drc=0
export IMPL_syn_area_um2=2380
export IMPL_mostFrequentLayoutCells="dfxtp_1, nor2b_1, ha_1, clkdlybuf4s50_1, and2_1"
export IMPL_antenna_found_initial=0
export IMPL_grt_setup_unrepaired="no"
export IMPL_grt_overflow_total=0
export IMPL_comb_area_um2=1470
export IMPL_wirelength_um=3880
export IMPL_ir_drop_mv=0.111
export IMPL_grt_pass1_vias=1577
export IMPL_clock_sinks=42
## synth_stat cells (3+ instances only)
library cell and instances:
dfxtp_1 42, nor2b_1 34, ha_1 29, and2_1 23, nand2_1 16, inv_1 13, nor2_1 11, xnor2_1 9
a211oi_1 8, a21oi_1 8, a21o_1 7, nor3_1 6, o21ai_0 6, fa_1 5, clkbuf_1 4, nand2b_1 4
o21a_1 4, o21ai_1 4, a211o_1 3, nor4b_1 3, o21bai_1 3, xor2_1 3
## worst min path at each step
stage      start         to  slack (ns)  depth (start not counted)
6_report  Pin[0]  result[0]        0.44                          1
5_1_grt   Pin[2]  result[2]        0.46                          1
4_1_cts   Pin[0]  result[0]        0.44                          1
## state kept, by name (all words and copies together), names as in the netlist
signal and cells:
Pin 10, a_r1 6, a_r2 2, b_r1 6
b_r2 6, result 12
## power breakdown
| group | switching (W) | internal (W) | leakage [nW] |
|---|---|---|---|
| sequential | 0.00000863 | 0.000263 | 0.347 |
| clock | 0.0000869 | 0.000110 | 0.0585 |
| combinational | 0.0000401 | 0.0000536 | 0.854 |
## metrics by stage
stage               setup WS [ns]  util [%]  std cells
floorplan                    3.59         -        256
global placement             3.25      48.3        349
detailed placement           3.26      48.3        349
CTS                          3.21      50.3        357
global route                 2.94      50.3        357
finish                       3.24      50.3        357
## metal layers
metal  vias to the layer above  share of wire [%]  global-route usage, %
li1                        934                  -                      -
met1                       759                 47                   18.2
met2                        27                 49                   24.4
met3                         8                2.9                   2.33
met4                         0                1.4                   1.82
met5                         -                  0                      0
## final cells by class
class | instances | share of cell area [%]
clock buffers | 5 | 2.44
clock inverters | 3 | 1.55
inverters | 13 | 1.73
multi-input cells | 196 | 52.1
flip-flops and latches | 42 | 29.8
well taps | 72 | 3.19
repair buffers | 26 | 9.14
## kinds of logic (layout without fill, tap and decap cells)
logic type | Yosys count | after routing | share of synthesized area (%)
AND/OR/NAND/NOR | 103 | 103 | 24.5
AND-OR/OR-AND | 47 | 47 | 13.4
flip-flops | 42 | 42 | 35.3
adder cells (fa/ha/maj) | 34 | 34 | 19.4
buffers and inverters | 18 | 47 | 2.99
XOR/XNOR | 12 | 12 | 4.41
## worst reg2reg max path, stage by stage, from the launching register on
cell     delay, ns
dfxtp_1       0.45
and2_1        0.17
ha_1          0.18
inv_1         0.06
fa_1          0.40
xnor2_1       0.28
inv_1         0.11
fa_1          0.53
inv_1         0.04
ha_1          0.22
fa_1          0.42
a21o_1        0.18
a21oi_1       0.21
o21a_1        0.14
nor3_1        0.05
Power and IR drop assume default switching activity.
