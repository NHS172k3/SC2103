==> flow/design.v <==
`timescale 1ns / 1ps
module AM_top (input clk, rst, input [5:0] a, b, output reg [11:0] result);
	reg [5:0] a_r, b_r;
	wire [11:0] P;
	array_mult_6bit uut (.a(a_r), .b(b_r), .P(P));
	always @ (posedge clk)
		if (rst)		 
		begin
			a_r <= 0;
			b_r <= 0;
			result <= 0;
		end
		else
		begin
			a_r <= a;
			b_r <= b;
			result <= P;
		end
endmodule
module array_mult_6bit (input [5:0] a, b, output [11:0] P);
	wire [5:0] pp0, pp1, pp2, pp3, pp4, pp5;
	wire [5:0] PP0, PP1, PP2, PP3, PP4;	 
	wire [6:0] PP5;		 
	wire [6:0] Isum1, Isum2, Isum3, Isum4;	 
	assign pp0 = b & {6{a[0]}};
	assign PP0 = {1'b1,~pp0[5], pp0[4:1]};   
	assign pp1 = b & {6{a[1]}};
	assign PP1 = {~pp1[5], pp1[4:0]};
	assign pp2 = b & {6{a[2]}};
	assign PP2 = {~pp2[5], pp2[4:0]};
	assign pp3 = b & {6{a[3]}};
	assign PP3 = {~pp3[5], pp3[4:0]};
	assign pp4 = b & {6{a[4]}};
	assign PP4 = {~pp4[5], pp4[4:0]};
	assign pp5 = b & {6{a[5]}};
	assign PP5 = {1'b1, pp5[5], ~pp5[4:0]};
	assign Isum1 = PP1 + PP0;		 
	assign Isum2 = PP2 + Isum1[6:1];	 
	assign Isum3 = PP3 + Isum2[6:1];	 
	assign Isum4 = PP4 + Isum3[6:1];	 
	assign P[11:5] = PP5 + Isum4[6:1];	 
	assign P[4:0] = {Isum4[0], Isum3[0], Isum2[0], Isum1[0], pp0[0]};
endmodule
==> flow/run.sh <==
#!/bin/bash
# OpenROAD 26Q1-2900-gdf79404cd8, Yosys 0.63+post, stock flow scripts
make -C /OpenROAD-flow-scripts/flow DESIGN_CONFIG=/design/flow/config.mk WORK_HOME=/design/flow/orfs finish
==> flow/config.mk <==
export PLATFORM = sky130hd
export DESIGN_NAME = AM_top
export DESIGN_NICKNAME = AM_top
export VERILOG_FILES = /design/flow/design.v
export SDC_FILE = /design/flow/constraint.sdc
export NUM_CORES = 4
export LEC_CHECK = 1
export CORE_UTILIZATION = 40
==> flow/constraint.sdc <==
current_design AM_top

set clk_period 10.5
set clk_io_pct 0.2

create_clock -name clk0 -period $clk_period [get_ports {clk}]

set non_clock_inputs [all_inputs -no_clocks]
set_input_delay [expr $clk_period * $clk_io_pct] -clock clk0 $non_clock_inputs
set_output_delay [expr $clk_period * $clk_io_pct] -clock clk0 [all_outputs]
==> run notes <==
Notes on the flow outputs.

- The run finished with clean final reports.
- The number of standard cells after synthesis reads 219.
- The maximum operating frequency reads 0.193 GHz.
- After synthesis, the cell types taking the most area are sky130_fd_sc_hd__dfxtp_1, sky130_fd_sc_hd__ha_1, sky130_fd_sc_hd__and2_1, sky130_fd_sc_hd__nor2b_1, sky130_fd_sc_hd__fa_1.
- The clock tree from TritonCTS is done.
- The ratio of final minimum period to clock period is 0.494.
- The number of buffers inserted for hold repair after clock tree synthesis is 0.
- In this run the cell area of the synthesized design comes to 1910 µm².
- The cell sitting at the root of the clock tree is a sky130_fd_sc_hd__clkbuf_8.
- The wire length of the first global-routing pass is 6410 µm.
- The average wire per standard cell is 11.4 µm.
- The die height reads 71.0 µm.
- Counting the warning lines in the Yosys log gives 1.
- The buffer count from post-CTS setup fixing is 0.
- The biggest area contributor in the post-synthesis netlist is sky130_fd_sc_hd__dfxtp_1.
- The shortest clock period the worst path allows after layout reads 5.19 ns.
- The biggest fanout along the worst timing path is 6.
- The total of max-cap violations is 0.
- The total global routing overflow is 0.
- Hold timing on the final database bottoms out at a slack of 0.500 ns.
- Synthesis instantiated 30 different standard cells from the library.
- The iteration tally of the first detailed-router pass is 19.
- The number of register bits inferred by synthesis is 24.
- The slew at the pin closest to its max-slew limit is 0.313 ns.
- For this block, the via count after detailed routing is 1477.
- The worst setup path is launched from a flop.
- The number of cells in Yosys stat is 219.
- For this run, the leading register cell type out of synthesis is sky130_fd_sc_hd__dfxtp_1.
- The initial antenna violation count is 0.
- Setup repair after global routing left no endpoint under its margin.
- The number of routed nets with antenna violations is 0.
- The share of the synthesized area in the top cell type reads 0.252.
- The via count of the first global-routing pass is 1404.
- The clock latency on the worst-skew pair is 0.27 ns.
- The final routed wirelength across all metal layers is 3390 µm.
- Setup violations remaining at the end of the flow were counted as 0.
- The average vias per placed instance is 4.96.
- The buffer depth of the longest clock path is 2.
- The number of synthesized flops with an enable pin reads 0.
- For this run, the register share of the synthesized area comes to 0.252.
- The slowest stage of the critical path is the sky130_fd_sc_hd__or4b_1 cell.
- The hold violation total from the final report is 0.
- The classification of the worst-slack hold path is flop to flop.
- The area inside the core boundary is 4470 µm².
- The register clock-pin slew on the reported worst setup and hold paths is 0.09 ns.
- The chip footprint is 5040 µm².
- The share of post-route cells with drive strength above 1 is 0.0285.
- The violation count after the first detailed-routing iteration is 54.
- The number of levels in the clock H-tree reads 1.
- The die boundary width reads 71.0 µm.
- The stage logs contain a warning count of 26.
- The area reported by Yosys stat reads 1910 µm².
- The fraction of the core area occupied by cells at floorplan is 0.426.
- The peak supply drop reads 0.0517 mV.
- The data required time reported for the critical path is 10.72 ns.
- The total DRC errors in the routed layout is 0.
- The final core utilization reads 0.508.
- The pin count of the biggest net entering global routing is 29.
- The proportion of register bits with asynchronous set or reset after synthesis is 0.
- The clock net sink count reads 24.
- The delay of the slowest critical-path stage is 0.54 ns.
- The count of filler cells inserted in the layout is 418.
- A synthesized cell averages 8.70 µm².
- By startpoint and endpoint, the worst setup path is classified as flop to flop.
- The post-detailed-placement half-perimeter wirelength is 2670 µm.
- The quantity of I/O buffers inserted on ports reads 25.
- The final weighted congestion of routability-driven global placement reads 0.818.
- The endpoint arrival time on the critical path is 5.41 ns.
- The number of buffers created by CTS reads 3.
- Yosys reports that the most numerous cell types are sky130_fd_sc_hd__ha_1, sky130_fd_sc_hd__dfxtp_1, sky130_fd_sc_hd__and2_1.
- The number of rows in the core area is 24.
- STA classifies the critical path endpoint as a flop.
- The multi-input combinational cells in the finished layout cover a total of 1350 µm².
- The power per standard cell area reads 108 nW/µm².
- The number of top-level pins reads 26.
- Looking at the gate-level netlist, the highest instance count belongs to sky130_fd_sc_hd__ha_1.
- The combined flip-flop and latch cell area reads 480 µm².
- The leakage power reads 1.05 nW.
- The worst slew margin relative to its limit is 0.790.
- The most common cell type on the critical path reads sky130_fd_sc_hd__ha_1.
- Overall routing resource usage recorded by global route was 0.159.
- The setup TNS is 0 ns.
- Antenna repair during routing inserted a diode count of 0.
- Across the routed clock network, the largest skew measured is 0.00260 ns.
- Counting pins that exceed their max-slew limit in the final report gives 0.
- The number of gates resized after CTS was 0.
- From synthesis to final layout, the design area changed by 19.2%.
-- area by class of cell --
cell class              instances  share of cell area
multi-input cells             176               0.596
flip-flops and latches         24               0.211
repair buffers                 26               0.113
well taps                      52              0.0286
inverters                      16              0.0264
clock buffers                   4              0.0242
-- power breakdown --
group          total [mW]  leakage, nW  internal, mW  switching [mW]
Clock              0.0641       0.0288        0.0335          0.0306
Sequential          0.105        0.199         0.100         0.00502
Combinational      0.0767        0.817        0.0441          0.0327
Total               0.246         1.05         0.178          0.0683
-- cell usage in the layout, fill, tap and decap left out, types with 10 or more instances in the layout --
cell type and count:
sky130_fd_sc_hd__ha_1 30, sky130_fd_sc_hd__clkdlybuf4s50_1 25, sky130_fd_sc_hd__dfxtp_1 24, sky130_fd_sc_hd__and2_1 23
sky130_fd_sc_hd__nor2b_1 21, sky130_fd_sc_hd__nand2_1 17, sky130_fd_sc_hd__inv_1 16, sky130_fd_sc_hd__a21oi_1 11
sky130_fd_sc_hd__o21ai_0 11, sky130_fd_sc_hd__xnor2_1 10
-- path summary, 6_finish.rpt --
kind,from,endpoint,slack [ns],cells past startpoint
worst max-delay path,b_r[0],result[10],5.31,25
worst min-delay path,a_r[0],result[0],0.50,2
worst max register to register,b_r[0],result[10],5.31,25
worst min register to register,a_r[0],result[0],0.50,2
-- registers in the layout, indices dropped and copies added (netlist names) --
register,cells
b_r,6
result,12
a_r,6
-- metrics by stage --
stage	cell area [µm²]	instances	worst slack (ns)	total power, mW
after floorplan	1910	219	5.79	0.156
after global placement	2220	294	5.44	0.185
after detailed placement	2220	294	5.42	0.184
after CTS	2270	298	5.33	0.250
after global routing	2270	298	4.86	0.266
final	2270	298	5.31	0.246
-- per-layer routing --
metal | routed length [µm] | vias up | global-route usage
met5 | 0 | - | 0
met4 | 44 | 0 | 0.0156
met3 | 96 | 4 | 0.0188
met2 | 1340 | 27 | 0.238
met1 | 1910 | 645 | 0.261
li1 | - | 801 | -
-- kinds of logic (layout without fill, tap and decap cells) --
kind of cell | count (synthesis) | in the layout | share of synthesized area
simple gates | 80 | 80 | 0.236
compound gates | 47 | 47 | 0.161
fa+ha+maj | 35 | 35 | 0.250
flops | 24 | 24 | 0.252
buf+inv | 19 | 46 | 0.0374
xor+xnor | 14 | 14 | 0.0643
-- worst max-delay path: cells and delay by family (launching register included) --
family	cells	cell delay [ns]
compound gates	9	1.11
simple gates	6	1.13
flops	1	0.45
fa+ha+maj	6	1.85
xor+xnor	3	0.51
buf+inv	1	0.06
Power figures rest on the tool's default switching activity, not on a simulated workload.
