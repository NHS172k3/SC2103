$ cat flow/design.v
`timescale 1ns / 1ps
module array_mult #(parameter SIZE=8)(input [SIZE-1:0] a, b, output reg [2*SIZE-1:0] P);
	reg [SIZE-1:0] index, index1;		 
	reg [SIZE-1:0] pp_tmp, P_tmp;		 
	reg [SIZE:0] PP_tmp;				 
	reg [SIZE-1:0] pp [0:SIZE-1];		 
	reg [SIZE:0] PP [0:SIZE-1];		 
	reg [SIZE:0] Isum [0:SIZE-1];		 
	always @ *
	begin
      for(index=0; index<SIZE; index=index+1)	 
			pp[index] = a & {SIZE{b[index]}};
      for(index=0; index<SIZE; index=index+1) 
		begin
			pp_tmp = pp[index];
			if (index == 0)
				PP[index] = {1'b1, ~pp_tmp[SIZE-1], pp_tmp[SIZE-2:0]};
			else if (index == SIZE-1)
				PP[index] = {1'b1, pp_tmp[SIZE-1], ~pp_tmp[SIZE-2:0]};
			else
				PP[index] = {1'b0, ~pp_tmp[SIZE-1], pp_tmp[SIZE-2:0]};
		end  
   	end
	always @ *
	begin
      Isum[0]=PP[0];
		for(index1=1; index1<SIZE; index1=index1+1)	 
		begin
			PP_tmp = Isum[index1-1];
			Isum[index1] = PP[index1] + PP_tmp[SIZE:1];  
			P_tmp[index1-1] = PP_tmp[0];	 
		end
		P = {Isum[SIZE-1], P_tmp[SIZE-2:0]}; 
	end
endmodule
$ cat flow/run.sh
#!/bin/bash
# OpenROAD 26Q1-2900-gdf79404cd8, Yosys 0.63+post, stock flow scripts
make -C /OpenROAD-flow-scripts/flow DESIGN_CONFIG=/design/flow/config.mk WORK_HOME=/design/flow/orfs finish
$ cat flow/config.mk
export PLATFORM = sky130hd
export DESIGN_NAME = array_mult
export DESIGN_NICKNAME = array_mult
export VERILOG_FILES = /design/flow/design.v
export SDC_FILE = /design/flow/constraint.sdc
export NUM_CORES = 4
export LEC_CHECK = 1
export CORE_UTILIZATION = 30
$ cat flow/constraint.sdc
current_design array_mult

set clk_period 23.0
set clk_io_pct 0.2

create_clock -name clk0 -period $clk_period

set non_clock_inputs [all_inputs -no_clocks]
set_input_delay [expr $clk_period * $clk_io_pct] -clock clk0 $non_clock_inputs
set_output_delay [expr $clk_period * $clk_io_pct] -clock clk0 [all_outputs]
==> impl_metrics.toml <==
# implementation run metrics
[drt]
remaining_drc_errors = 0
antenna_left = 0
num_vias = 2198
drt-total-wl_um = 5120
firstDrtPassIters = 4
drtIter0Drc = 29
n_antenna_cell = 0
wl_per_cell_um = 11.2
viasPerCell = 4.79

[floorplanning]
top_level_ports = 32
dieHeight_um = 92.6
die_area_mm2 = 0.00857
die_w_um = 92.6
core_area_mm2 = 0.00785
rows = 32
fp-utilization = 0.314

[power_and_ir_drop]
powerDensity_mw_per_mm2 = 188
ir_drop_v = 0.000128
p_leak_nw = 1.44

[finish]
area_growth_pct = 18.0
drive_gt1_frac = 0.0140
nClkBuffers = 0
fillers = 848
register_area_um2 = 0
seq_cell_count = 0
stdcell_area_mm2 = 0.00291

[timing]
fin_crit_ns = 17.37
fin_setup_tns_ns = 0
setup_slack_ns = 5.63
worstMarginPinSlew_ns = 0.359
fmax_mhz = 57.6
finalClockPeriodUsage = 0.755
setup-violations-final = 0
maxSlewViolCount = 0
maxSlewHeadroom = 0.760
rsz0062_at_grt = "no"
hold_ws_ns = 10.32
hold_viol = 0

[critical_path]
critPathTopFamily = "AND-OR/OR-AND gates"
cpPeakStageDelay_ns = 0.68
worst_setup_path_start_kind = "primary input"
crit_arrival_ns = 12.77
slowest_stage = "clkdlybuf4s50_1"
crit_type = "in2out"
crit_start = "a[1]"
critPathBufInv = 3
required_ns = 18.40
critPathCaptureType = "output pin"
cp_max_fo = 8
worst_path_most_repeated_cell = "ha_1"

[logic_synthesis]
syn_area_per_cell_um2 = 7.55
yosysWarnings = 4
synth_area_mm2 = 0.00246
yosysSeqAreaShare = 0
post_synth_inst_count = 326
ys_area_mm2 = 0.00246
ys_cells = 326
synth_cell_types = 26

[place]
gp_congestion = 0.831
dpl_cell_area_mm2 = 0.00291
port_buffers = 32
place_ws_ns = 5.63
dp_hpwl_um = 4340

[global_route]
grt_max_degree = 9
grt_pass1_vias = 2077
met1_usage = 0.179
grt_use_met2 = 0.230
grt_pass1_wl_um = 8960
grt_overflow_total = 0
grtUsageMet3 = 0.00334
track_usage = 0.127
antenna_found_initial = 0
busiest_layer = "met2"

[status]
status = "complete, no violations"

[worst_hold_path]
hp-class = "in2out"
hp-start = "b[0]"
min_path_cells = 3
min_to = "P[0]"

[job]
drv_cap = 0
warning_count = 39

[cts]
postCtsSetupBuffers = 0
hold_buffers = 0
ctsResizeCount = 0
==> worst max-delay path by stage <==
stage	end	slack, ns	cells past startpoint
4_1_cts	P[14]	5.61	36
5_1_grt	P[14]	5.11	37
6_report	P[14]	5.63	36
==> cells by family after synthesis <==
kind of cell / synth area share
adder cells (fa/ha/maj): 0.372
AND/OR/NAND/NOR: 0.233
AND-OR/OR-AND: 0.223
XOR/XNOR: 0.132
buffers and inverters: 0.0412
==> per-stage QoR <==
stage / cells / power [W] / utilization
CTS: 459 / 0.000557 / 0.370
floorplan: 326 / 0.000350 / -
global placement: 459 / 0.000552 / 0.370
global route: 459 / 0.000623 / 0.370
detailed placement: 459 / 0.000554 / 0.370
finish: 459 / 0.000547 / 0.370
==> cells in the mapped netlist (2+ instances only) <==
cell type,number,area share
ha_1,62,0.32
and2_1,48,0.12
nand2_1,31,0.047
inv_1,26,0.040
xnor2_1,23,0.082
a21oi_1,21,0.043
nor2_1,19,0.029
o21ai_0,16,0.033
xor2_1,14,0.050
a21o_1,12,0.037
a211oi_1,8,0.024
fa_1,7,0.057
nor2b_1,7,0.018
o21a_1,7,0.021
nand2b_1,5,0.013
a221o_1,4,0.016
a31oi_1,4,0.010
a221oi_2,3,0.018
nand3_1,2,0.0041
==> worst min-delay path, delay by kind of cell <==
family	cells	cell delay, ns
AND/OR/NAND/NOR	1	0.20
buffers and inverters	2	0.92
==> routing by layer <==
metal  share of wire  vias to the layer above
met5               0                        -
met4               0                        0
met3           0.027                        0
met2            0.46                       28
met1            0.52                      973
li1                -                     1197
==> placed cells by master (no fill, tap or decap), drive strengths merged, types with 5 or more instances in the layout <==
cell type	count
a211oi	8
clkdlybuf4s50	32
a221o	5
o21a	7
a21o	13
fa	7
a21oi	21
xor2	14
and2	48
o21ai	17
nand2	31
nand2b	5
ha	62
nor2b	7
nor2	19
xnor2	23
inv	26
==> where the power goes <==
group	total, W	internal [W]	switching [W]
Combinational	0.000547	0.000322	0.000225
Sequential	0	0	0
Clock	0	0	0
==> area by class of cell <==
type / count / area [µm²] / area share
Multi-Input combinational cell: 299 / 2360 / 0.812
Inverter: 26 / 97.6 / 0.0336
Tap cell: 102 / 128 / 0.0439
Timing Repair Buffer: 32 / 320 / 0.110
Power and IR drop assume default switching activity.
